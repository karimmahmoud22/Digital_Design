### design/flow/design.v
module leds ( 
    input  wire CLK,
    output reg  LED1,
    output reg  LED2,
    output reg  LED3,
    output reg  LED4,
    output reg  LED5
);
localparam CLK_DIV = 12000000;  
reg [1:0] counter = 0;
reg [23:0] div_counter = 0;
always@ (posedge CLK) begin
    if (div_counter == CLK_DIV)
    begin
        counter <= counter + 1;
        div_counter <= 0;
    end
    else
    begin
        div_counter <= div_counter + 1;
    end
end
always@ (*) begin
    case(counter)
    2'b01: begin LED5 = 1; end
    2'b10: begin LED5 = 1; LED1 = 1; LED3 = 1; end
    2'b11: begin LED1 = 1; LED2 = 1; LED3 = 1; LED4 = 1; LED5 = 1; end
    default: begin LED1 = 0; LED2 = 0; LED3 = 0; LED4 = 0; LED5 = 0; end
    endcase
end
endmodule
### design/flow/run.sh
#!/bin/bash
# OpenROAD 26Q1-2900-gdf79404cd8, Yosys 0.63+post, stock flow scripts
make -C /OpenROAD-flow-scripts/flow DESIGN_CONFIG=/design/flow/config.mk WORK_HOME=/design/flow/orfs finish
### design/flow/config.mk
export PLATFORM = sky130hd
export DESIGN_NAME = leds
export DESIGN_NICKNAME = leds
export VERILOG_FILES = /design/flow/design.v
export SDC_FILE = /design/flow/constraint.sdc
export NUM_CORES = 4
export LEC_CHECK = 1
export CORE_AREA = 10 10 112 112
export DIE_AREA = 0 0 122 122
### design/flow/constraint.sdc
current_design leds

set clk_period 2.8
set clk_io_pct 0.2

create_clock -name clk0 -period $clk_period [get_ports {CLK}]

set non_clock_inputs [all_inputs -no_clocks]
set_input_delay [expr $clk_period * $clk_io_pct] -clock clk0 $non_clock_inputs
set_output_delay [expr $clk_period * $clk_io_pct] -clock clk0 [all_outputs]
==> impl_metrics.tcl <==
# yosys + openroad results
set metrics [dict create \
    fillers 1140 \
    dr.pass1.iters 4 \
    crit_required_ns 2.24 \
    ant_nets 0 \
    post_drt_wl_per_cell_um 8.19 \
    cpLargestDelayFamily "buffers and inverters" \
    vdd_drop_max_v 0.000178 \
    synthDistinctLibCells 29 \
    gp_congestion 0.862 \
    stdcell_count 273 \
    avgSynthCellArea_um2 9.64 \
    synthArstFlopShare_pct 0 \
    clock_latency_ns 0.27 \
    hp-class "reg2reg" \
    cp_common_cell "inv_1" \
    initCoreUtil_pct 12.3 \
    dr.first_iter.drc_count 26 \
    finalSetupViolCount 0 \
    setup_slack_ns 0.811 \
    final_common_cell "dfxtp_1" \
    arrival_ns 1.43 \
    vias 903 \
    vias_per_cell 3.31 \
    skew_ns 0.00648 \
    power_mw 0.613 \
    fin_crit_sh_pct 71.0 \
    wirelength_mm 2.24 \
    ys_area_um2 1250 \
    diodes 0 \
    unconstrained_endpoints 6 \
    ctsHoldBuffers 0 \
    min_period_ns 1.99 \
    crit_fanout 3 \
    status "complete, no violations" \
    pwr_density_cell_nw_per_um2 406 \
    dieArea_um2 14900 \
    wl_met3_um 156 \
    rsz0062_at_grt "no" \
    postSynthCellCount 130 \
    grt_max_degree 15 \
    grt_pass1_vias 838 \
    worst_pin_slew_ns 0.712 \
    route.met2.wl_um 836 \
    slew_headroom_pct 52.1 \
    dpl.hpwl_mm 1.66 \
    finalMaxSlewViolations 0 \
    numCtsBuffers 3 \
    top_layer "met4" \
    crit_path_cell_trace "inv_1 -> ha_1 -> inv_1 -> clkdlybuf4s50_1" \
    dpl.cell_count 269 \
    syn_to_final_growth_pct 20.5 \
    core_um2 10200 \
    end_kind "primary output" \
    setup_tns_ns 0 \
    place_ws_ns 1.03 \
    path_clk_slew_ns 0.09 \
    globalRouteTotalUtil_pct 3.19 \
    placement.io_buffers 5 \
    grt_first_pass_wirelength_mm 4.04 \
    cts_max_level 1 \
    post_cts.repair.setup_buffers 0 \
    drv_cap 0 \
    ys_cells 130 \
    drive_gt1_share_pct 5.84 \
    yosysWarningCount 1 \
    unclocked_regs 2 \
    cts_tree "done" \
    hold_viol 0 \
    cts_root_buf "clkbuf_8" \
    flop_cell "dfxtp_1" \
    r2r_setup_slack_ns 0.98 \
    overflow 0 \
    rows 37 \
    drc 0 \
    numSynthFlops 28 \
    die-width_um 122 \
    die_h_um 122 \
    synth_area_um2 1250 \
    power.leakage_nw 0.477 \
    edf_count 2 \
    wl_met1_mm 1.21 \
    antenna_found_initial 0 \
    warnings 29 \
    cp-start-kind "flip-flop" \
    lay_top_cells "dfxtp_1 (24), xnor2_1 (16), nor2_1 (12), nand3_1 (12), inv_1 (10)" \
    cts_resized 0 \
    path_buffers 3 \
    io_pins 6 \
    fmax_ghz 0.503 \
    worst_path_largest_cell_delay_ns 0.46 \
    slowest_stage "clkdlybuf4s50_1" \
    ctsLongestPathBuffers 2 \
    critPathKind "reg2out" \
]
synth_stat cells, types with 3 or more instances:
library cell   n  area share [%]
nand4_1        7             3.5
inv_1         10             3.0
nand3_1       12             4.8
nor4_1         5             2.5
nand2_1        3            0.90
nor2_1        12             3.6
xnor2_1       16              11
mux2i_1        3             2.4
and3_1         4             2.0
dfxtp_1       24              38
ha_1           6             6.0
o21ai_0        3             1.2
sequential cells by signal, indices dropped and copies added, names as in the netlist:
name / cells
div_counter: 24
counter: 2
LED2: 1
LED3: 1
final timing paths:
check / start / endpoint / cells past startpoint
worst max register to register: div_counter[4] / div_counter[15] / 4
worst min register to register: div_counter[21] / div_counter[21] / 1
worst max-delay path: counter[0] / LED5 / 4
worst min-delay path: div_counter[21] / div_counter[21] / 1
stage by stage:
| stage | instance area (µm²) | hold slack (ns) | util, % |
|---|---|---|---|
| global route | 1510 | 0.471 | 14.8 |
| floorplan | 1250 | 0.419 | - |
| global placement | 1460 | 0.436 | 14.2 |
| detailed placement | 1460 | 0.445 | 14.2 |
| CTS | 1510 | 0.460 | 14.8 |
| finish | 1510 | 0.450 | 14.8 |
report_power, final:
| part | internal (mW) | switching [mW] |
|---|---|---|
| sequential | 0.373 | 0 |
| combinational | 0 | 0 |
| clock | 0.126 | 0.114 |
| total | 0.499 | 0.114 |
worst register-to-register path, stage by stage (launching register included):
cell     delay, ns
dfxtp_1       0.50
nand4_4       0.20
nor4_1        0.67
nand3_1       0.19
xnor2_1       0.16
metal layers:
metal | vias to the layer above | track usage [%]
met5 | - | 0
met3 | 4 | 1.27
met2 | 16 | 4.48
li1 | 463 | -
met1 | 420 | 4.58
met4 | 0 | 0.522
kinds of logic after synthesis:
logic type,share of synthesized area [%]
flip-flops,43.1
AND/OR/NAND/NOR,25.6
latches,2.40
buffers and inverters,5.09
adder cells (fa/ha/maj),5.99
AND-OR/OR-AND,3.49
multiplexers,2.40
XOR/XNOR,11.9
final cells by class:
cell class,count,area [µm²],share of cell area (%)
flip-flops and latches,28,571,37.8
well taps,136,170,11.3
inverters,10,37.5,2.49
clock buffers,4,55.1,3.65
multi-input cells,89,619,41.0
repair buffers,6,57.6,3.81
